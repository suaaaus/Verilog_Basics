## design/flow/config.mk

```make
export PLATFORM = sky130hd
export DESIGN_NAME = ram
export DESIGN_NICKNAME = ram
export VERILOG_FILES = /design/flow/design.v
export SDC_FILE = /design/flow/constraint.sdc
export NUM_CORES = 4
export LEC_CHECK = 1
export CORE_UTILIZATION = 50
```

## design/flow/constraint.sdc

```tcl
current_design ram

set clk_period 3.7
set clk_io_pct 0.2

create_clock -name clk0 -period $clk_period [get_ports {clk}]

set non_clock_inputs [all_inputs -no_clocks]
set_input_delay [expr $clk_period * $clk_io_pct] -clock clk0 $non_clock_inputs
set_output_delay [expr $clk_period * $clk_io_pct] -clock clk0 [all_outputs]
```

## design/flow/design.v

```verilog
module ram(clk, cen, wen, addr, din, dout);
	input clk;
	input cen, wen;
	input [4:0] addr;  
	input [31:0] din;  
	output reg [31:0] dout;
	reg [31:0] mem [0:31];  
	integer i;
 initial begin
    for (i = 0; i < 32; i = i + 1) 
      mem[i] = 32'h1 << i; 
  end
	always @(posedge clk)
	begin
		if ((cen==1'b1) && (wen==1'b1)) begin
		mem[addr] <= din;
		dout <= 32'h0000_0000;
		end
		else if ((cen==1'b1) && (wen==1'b0)) begin
		dout <= mem[addr];
		end
		else if (cen==1'b0) begin
		dout <= 32'h0000_0000;
		end
	end   
endmodule
```

## design/flow/run.sh

```bash
#!/bin/bash
# OpenROAD 26Q1-2900-gdf79404cd8, Yosys 0.63+post, stock flow scripts
make -C /OpenROAD-flow-scripts/flow DESIGN_CONFIG=/design/flow/config.mk WORK_HOME=/design/flow/orfs finish
```

==> summary.txt <==
Reports from this run.

- The worst max-slew margin expressed relative to the limit is 35.3%.
- The worst hold margin is slightly above 0.7 ns.
- Nets still carrying antenna violations after routing amount to 0.
- The final timing report lists a hold violation count of 0.
- The cell area power density reads 524 nW/um^2.
- The maximum vdd ir drop reads ~0.00044 V.
- The delay contributed by the slowest stage of the critical path reads around 0.82 ns.
- The uppermost layer routed is met5.
- The count of state elements after synthesis is 1056.
- The detailed router placed 20781 vias in this run.
- The transition time at the pin with the least slew margin reads roughly 0.97 ns.
- Counting the warning lines in the Yosys log gives 1.
- The ratio of final minimum period to clock period reads 76.3%.
- Counting every sink on the clock net gives 1056.
- Setup repair after global routing left no endpoint under its margin.
- For this block, wires on met1 add up to 35300 um.
- The yosys stat chip area is roughly 40000 um^2.
- The vertical die dimension is 284 um.
- Leaving out filler cells and counting taps, the final layout contains 3478.
- The setup-violating endpoint count in the final report is 0.
- Looking at the post-CTS report, the setup buffer insertion count equals 0.
- The share of layout cells above drive strength 1 reads between 10% and 20%.
- The number of slew-limit violations in the final report reads 0.
- Each instance of the synthesized netlist takes up on average 18.6 um^2.
- The total routing resource utilization after global routing is between 20% and 30%.
- The report counts max-capacitance violations totalling 0.
- The leakage power total reads around 0.016 uW.
- The top cell type in the final layout, fill and taps aside, is edfxtp_1.
- The worst setup path is of the in -> reg kind.
- The number of placement rows reads 103.
- The number of global-route vias before repair reads 21772.
- The initial utilization of the core area, before any placement, comes to 50.5%.
- The arrival time at the worst endpoint is 3.32 ns.
- Per the GRT congestion report, total overflow comes to 0.
- In the final timing run, aggregate negative setup slack is 0 ns.
- The floorplan step set the die width to 284 um.
- The detailed-route DRC error count is 0.
- The synthesized netlist cell count reads roughly 2100.
- The CTS tree reads built.
- The average wire length per cell after detail routing is 29.8 um.
- In the placement report, post-DP HPWL is listed as 58500 um.
- The met2 wire length is around 47000 um.
- The number of buffers inserted during clock tree synthesis is 103.
- After synthesis, the netlist uses 25 different library cells.
- The capturing element type of the critical path is a flop.
- The clock tree root buffer cell is clkbuf_16.
- The post-synthesis cell area is 39800 um^2.
- The first detailed-routing pass took 5 iterations.
- Per the gpl log, the routability congestion estimate is 0.874.
- Entering global routing, the biggest net connects about 69 pins.
- Across all stage logs, warnings added up to 26.
- The fraction of the core area covered by cells at the end of the flow reads around three fifths.
- Per the timing report, the achievable frequency comes out to 0.354 GHz.
- During placement, the flow inserted port buffers numbering 71.
- Registers take 31400 um^2.
- Per the placement report, the placed cell count is about 3300.
- Per the CTS log, the buffer count on the longest clock path is 3.
- For reference, the clock transition at the flip-flops on the worst setup and hold paths is 0.06 ns.
- The flow ran to the end, and the final reports show no timing, DRC or antenna violations.
- The highest fanout seen on the critical path reads 16.
- The post-cts sizing count is 0.
- In this run the critical path is formed by clkdlybuf4s50_1, nand4b_1, buf_4, o22ai_1, nor4_1, a31oi_1.
- The count of boundary I/O pins reads 72.
- The via count normalized by instance count is roughly 6.0.
- The clock latency at the later pin of the worst-skew pair reads 0.67 ns.
- The tally of filler cells in the layout reads approximately 5700.
- Per the run report, area growth between synthesis and finish was 15.9%.
- The required arrival time at the worst endpoint reads 4.20 ns.
- STA classifies the critical path startpoint as an input pin.
- The final routed wirelength across all metal layers reads just over 100000 um.
- The yosys stat cell total reads about 2100.
- The maximum level of the CTS H-tree is 3.
- The multi-input logic area is around 8000 um^2.
- The die outline area is 80700 um^2.
- In the layout the commonest cells are edfxtp_1, mux2i_1, o22ai_1.
- The path type of the worst min-delay path is reg -> reg.
- Detailed-route iteration 0 reported a violation count of 1103.
- The cell at the slowest stage of the critical path reads clkdlybuf4s50_1.
- Hold repair after CTS inserted 0 buffers.
- The total area inside the core boundary comes to 78900 um^2.
- The first global-routing pass estimated 149000 um of wire.
- The met3 wire length is 18600 um.
- The initial antenna violation count is 5.
- Counting I/O delays and the setup requirement, the final critical path takes ~2.8 ns.
- The clock skew reads around 0.034 ns.
- The portion of the post-synthesis area used by sequential elements reads 78.9%.
-- path summary, 6_finish.rpt --
kind	from	cells after the start	slack, ns	end
worst max-delay path	addr[0]	6	0.88	dout[18]$_SDFFE_PP0P_
worst min-delay path	mem[12][8]$_DFFE_PP_	4	0.72	dout[8]$_SDFFE_PP0P_
worst max register to register	mem[31][21]$_DFFE_PP_	5	2.08	dout[21]$_SDFFE_PP0P_
worst min register to register	mem[12][8]$_DFFE_PP_	4	0.72	dout[8]$_SDFFE_PP0P_
-- final cells by class --
cell class	count	area share, %
Multi-Input combinational cell	960	17.4
Antenna cell	1	0.00543
Timing Repair Buffer	216	4.62
Clock inverter	52	0.773
Clock buffer	143	6.26
Tap cell	1050	2.85
Sequential cell	1056	68.1
-- per-layer routing --
layer,track usage (%),vias to the layer above
li1,-,9088
met1,39.0,10180
met3,22.8,160
met4,5.13,12
met2,40.3,1341
met5,1.73,-
-- synth_stat cells --
library cell  count  area share [%]
a31oi_1          32            0.50
buf_1             2           0.019
buf_2            73            0.92
buf_6            11            0.31
clkbuf_1         41            0.39
clkbuf_2          1           0.013
dfxtp_1          32             1.6
edfxtp_1       1024              77
mux2i_1         512              13
nand2_1           4           0.038
nand2b_1          1           0.016
nand3_1           1           0.013
nand3b_1          2           0.038
nand4_1           2           0.031
nand4b_1          5            0.11
nand4bb_1         6            0.17
nor2_1           94            0.89
nor3_1            4           0.050
nor4_1           32            0.50
o22ai_1         256             4.0
or3_1             2           0.031
or3b_2            2           0.044
or4_1             1           0.019
or4b_1            3           0.075
or4b_4            1           0.035
-- metrics by stage --
step	power [uW]	setup WS (ns)	area, um^2
after detailed placement	14500	0.227	42900
after floorplan	14000	0.0848	39800
after CTS	24300	0.918	46100
after global placement	14500	0.323	42900
after global routing	24900	0.795	46100
final	24100	0.877	46100
-- flip-flops by register name (all words and copies together) (netlist names) --
name / cells
dout: 32
mem: 1024
-- power breakdown --
group          internal, uW  switching (uW)
Sequential            13200            37.1
Clock                  5600            4260
Combinational           386             656
Total                 19200            4950
-- logic make-up (layout without fill, tap and decap cells) --
| group | Yosys count | after routing | synth area share [%] |
|---|---|---|---|
| buffers and inverters | 128 | 411 | 1.65 |
| AND/OR/NAND/NOR | 160 | 160 | 2.06 |
| multiplexers | 512 | 512 | 12.9 |
| other | 0 | 1 | 0 |
| AND-OR/OR-AND | 288 | 288 | 4.53 |
| flip-flops | 1056 | 1056 | 78.9 |
-- worst max-delay path, delay by kind of cell --
kind / cells / cell delay [ns]
AND-OR/OR-AND: 2 / 0.33
buffers and inverters: 2 / 1.23
AND/OR/NAND/NOR: 2 / 1.02
Power and IR drop assume default switching activity.
