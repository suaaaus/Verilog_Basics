==> /design/flow/design.v <==
module _nand2 (a, b, y);
	input a, b;
	output y;
	assign y=~(a&b);
endmodule
module _inv(a,y);
	input a;
	output y;
	assign y=~a;
endmodule
module _and2(a, b, y);
	input a,b;
	output y;
	assign y=a&b;
endmodule
module _or2(a, b, y);
	input a, b;
	output y;
	assign y=a|b;
endmodule
module _xor2(a,b,y);
	input a, b;
	output y;
	wire inv_a, inv_b;
	wire w0, w1;
	_inv U0_inv(.a(a), .y(inv_a));
	_inv U1_inv(.a(b), .y(inv_b));
	_and2 U2_and2(.a(inv_a), .b(b), .y(w0));
	_and2 U3_and2(.a(a),.b(inv_b), .y(w1));
	_or2 U4_or2(.a(w0), .b(w1),.y(y));
endmodule
module _and3(a, b, c, y);
	input a, b, c;
	output y;
	assign y=a&b&c;
endmodule
module _and4(a, b, c, d, y);
	input a, b, c, d;
	output y;
	assign y=a&b&c&d;
endmodule
module _and5(a,b,c,d,e,y);
	input a,b,c,d,e;
	output y;
	assign y=a&b&c&d&e;
endmodule
module _or3(a,b,c,y);
input a,b,c;
output y;
assign y=a|b|c;
endmodule
module _or4(a,b,c,d,y);
input a,b,c,d;
output y;
assign y=a|b|c|d;
endmodule
module _or5(a,b,c,d,e,y);
input a,b,c,d,e;
output y;
assign y=a|b|c|d|e;
endmodule
module cla4(a, b, ci, s, co);
	input 	[3:0] a, b;
	input 	ci;
	output 	[3:0] s;
	output 	co;
	wire 		[3:0] c;
fa_v2 U0_fa (.a(a[0]), .b(b[0]), .s(s[0]), .ci(ci));
fa_v2 U1_fa (.a(a[1]), .b(b[1]), .s(s[1]), .ci(c[0]));
fa_v2 U2_fa (.a(a[2]), .b(b[2]), .s(s[2]), .ci(c[1]));
fa_v2 U3_fa (.a(a[3]), .b(b[3]), .s(s[3]), .ci(c[2]));
clb4 U4_clb4 (.a(a), .b(b), .ci(ci), .c1(c[0]), .c2(c[1]), .c3(c[2]), .co(co));
endmodule
module clb4(a,b,ci,c1,c2,c3,co);
	input [3:0]a,b;
	input ci;
	output c1,c2,c3,co;
	wire [3:0] g,p;
	wire w0_c1;
	wire w0_c2, w1_c2;
	wire w0_c3, w1_c3, w2_c3;
	wire w0_co, w1_co, w2_co, w3_co;
_and2 and0(.a(a[0]),.b(b[0]),.y(g[0]));
_and2 and1(.a(a[1]),.b(b[1]),.y(g[1]));
_and2 and2(.a(a[2]),.b(b[2]),.y(g[2]));
_and2 and3(.a(a[3]),.b(b[3]),.y(g[3]));
_or2 or0(.a(a[0]),.b(b[0]),.y(p[0]));
_or2 or1(.a(a[1]),.b(b[1]),.y(p[1]));
_or2 or2(.a(a[2]),.b(b[2]),.y(p[2]));
_or2 or3(.a(a[3]),.b(b[3]),.y(p[3])); 
_and2 and4(.a(p[0]),.b(ci),.y(w0_c1));  
_or2 or4(.a(g[0]),.b(w0_c1),.y(c1));  
_and2 and5(.a(p[1]),.b(g[0]),.y(w0_c2));	 
_and3 and6(.a(p[1]),.b(p[0]),.c(ci),.y(w1_c2));	 
_or3 or5(.a(g[1]),.b(w0_c2),.c(w1_c2),.y(c2));	
_and2 and7(.a(p[2]),.b(g[1]),.y(w0_c3));
_and3 and8(.a(p[2]),.b(p[1]),.c(g[0]),.y(w1_c3));
_and4 and9(.a(p[2]),.b(p[1]),.c(p[0]),.d(g[0]),.y(w2_c3));
_or4 or6(.a(g[2]),.b(w0_c3),.c(w1_c3),.d(w2_c3),.y(c3));
_and2 and10(.a(p[3]),.b(g[2]),.y(w0_co));	 
_and3 and11(.a(p[3]),.b(p[2]),.c(g[1]),.y(w1_co));	 
_and4 and12(.a(p[3]),.b(p[2]),.c(p[1]),.d(g[0]),.y(w2_co));	 
_and5 and13(.a(p[3]),.b(p[2]),.c(p[1]),.d(g[0]),.e(ci),.y(w3_co));	 
_or5 or7(.a(g[3]),.b(w0_co),.c(w1_co),.d(w2_co),.e(w3_co),.y(co));
endmodule 
module fa_v2 (a, b, ci, s);
input a, b, ci;
output s;
wire w0;
_xor2 xor1(.a(a), .b(b), .y(w0));
_xor2 xor2(.a(w0), .b(ci), .y(s));
endmodule
module cla32_ov(a, b, ci, s, co_prev, co);
	input [31:0] a, b;
	input ci;
	output [31:0] s;
	output co_prev;
	output co;
	wire c1, c2, c3, c4, c5, c6, c7;
	cla4 U0_cla4 (.a(a[3:0]), .b(b[3:0]), .ci(ci), .s(s[3:0]), .co(c1));
	cla4 U1_cla4 (.a(a[7:4]), .b(b[7:4]), .ci(c1), .s(s[7:4]), .co(c2));
	cla4 U2_cla4 (.a(a[11:8]), .b(b[11:8]), .ci(c2), .s(s[11:8]), .co(c3));
	cla4 U3_cla4 (.a(a[15:12]), .b(b[15:12]), .ci(c3), .s(s[15:12]), .co(c4));
	cla4 U4_cla4 (.a(a[19:16]), .b(b[19:16]), .ci(c4), .s(s[19:16]), .co(c5));
	cla4 U5_cla4 (.a(a[23:20]), .b(b[23:20]), .ci(c5), .s(s[23:20]), .co(c6));
	cla4 U6_cla4 (.a(a[27:24]), .b(b[27:24]), .ci(c6), .s(s[27:24]), .co(c7));
	cla4_ov U7_cla4_ov (.a(a[31:28]), .b(b[31:28]), .ci(c7), .s(s[31:28]), .c3(co_prev), .co(co));
endmodule
module cla4_ov (a, b, ci, s, c3, co);  
	input [3:0] a, b;
	input ci;
	output [3:0] s;
	output c3, co;
	wire c1, c2;
	fa_v2 U0_fa (.a(a[0]), .b(b[0]), .s(s[0]), .ci(ci));
	fa_v2 U1_fa (.a(a[1]), .b(b[1]), .s(s[1]), .ci(c1));
	fa_v2 U2_fa (.a(a[2]), .b(b[2]), .s(s[2]), .ci(c2));
	fa_v2 U3_fa (.a(a[3]), .b(b[3]), .s(s[3]), .ci(c3));
	clb4 U4_clb4 (.a(a), .b(b), .ci(ci), .c1(c1), .c2(c2), .c3(c3), .co(co));
endmodule 
==> /design/flow/run.sh <==
#!/bin/bash
# OpenROAD 26Q1-2900-gdf79404cd8, Yosys 0.63+post, stock flow scripts
make -C /OpenROAD-flow-scripts/flow DESIGN_CONFIG=/design/flow/config.mk WORK_HOME=/design/flow/orfs finish
==> /design/flow/config.mk <==
export PLATFORM = sky130hd
export DESIGN_NAME = cla32_ov
export DESIGN_NICKNAME = cla32_ov
export VERILOG_FILES = /design/flow/design.v
export SDC_FILE = /design/flow/constraint.sdc
export NUM_CORES = 4
export LEC_CHECK = 1
export CORE_AREA = 10 10 99 99
export DIE_AREA = 0 0 109 109
==> /design/flow/constraint.sdc <==
current_design cla32_ov

set clk_period 2.5
set clk_io_pct 0.2

create_clock -name clk0 -period $clk_period

set non_clock_inputs [all_inputs -no_clocks]
set_input_delay [expr $clk_period * $clk_io_pct] -clock clk0 $non_clock_inputs
set_output_delay [expr $clk_period * $clk_io_pct] -clock clk0 [all_outputs]
==> summary.txt <==
required time at the worst-slack endpoint: 2.00 ns
gr ovfl total: 0
number of antenna violations at the first check in global routing: 0
number of failing setup endpoints in the final timing report: 2
synthesized area: 2459 um^2
layout overhead on the synthesized area: 82.80%
maximum number of pins on one net before global-route repair: 7
worst setup path start: b[0]
setup repair after global routing missed its margin: yes
top cells by area: sky130_fd_sc_hd__ha_1 33%, sky130_fd_sc_hd__inv_1 14%, sky130_fd_sc_hd__buf_4 9.8%
total of clock buffers placed in the layout: 0
HP Start: b[5]
DIE WIDTH: 109 um
total number of yosys warnings: 0
Detailed Routing Iterations Pass 1: 4
number of flip-flops and latches: 0
worst-margin pin slew: 0.2935 ns
summed standard-cell area reported by yosys: 2459 um^2
Max-area cell share: 32.57%
total number of vias: 2436
synth unique cells: 31
number of placed instances, taps included: 569
Hold Buf Count CTS: 0
Mapped Cells: 329
total negative slack for setup checks: -0.1370 ns
total area of sequential cells: 0 um^2
violated checks: negative setup slack
GRT Overall Usage: 9.963%
syn_area_per_cell: 7.473 um^2
floorplan-stage core utilization: 31.82%
element type at the critical path start: input pin
Cell Chain, Critical Path: buf_8 > ha_4 > nor2b_4 > o311a_4 > buf_6 > a221oi_2 > or4b_1 > buf_2
DR iter-0 viols: 41
cells in synth_stat.txt: 329
maximum capacitance violations: 0
I/O Pins: 99
timing-limited maximum frequency: 388.4 MHz
Post-route DRC: 0
final non-filler cell total: 577
endpoint arrival time on the critical path: 2.07 ns
first-pass GRT wire length: 10.35 mm
floorplan row count: 32
Worst path slowest cell: sky130_fd_sc_hd__or4b_1
number of max-slew violations in the final report: 0
fraction of final layout cells with drive strength greater than 1: 55.79%
OpenROAD warnings: 74
Worst Setup Path Type: input pin to output pin
sum of routed wire length over all layers: 6.322 mm
detailed-route wire length per cell: 10.96 um
static leakage: 2.235 nW
Crit Path Max Fanout: 2
ratio of total power to cell area: 191.0 nW/um^2
Top delay family on crit path: simple AND/OR/NAND/NOR gates
Worst setup EP type: output pin
final weighted congestion in routability-driven placement: 0.7984
HPWL Detailed: 5.196 mm
final worst setup slack: -0.07454 ns
Chip Height: 109 um
placement-stage worst setup slack: -0.8718 ns
path type of the worst min-delay path: input pin to output pin
max incr delay on CP: 0.44 ns
final core utilization: 58.16%
Period minus WS final: 2.575 ns
worst max-slew margin expressed relative to the limit: 80.16%
Worst IR Drop VDD: 93.28 uV
Avg Vias per Cell: 4.222
number of hold-slack violations in the final timing report: 0
via count of the first global-routing pass: 2429
buffering stage count on the worst path with inverters included: 3
area of the die: 11880 um^2
post-detailed-route count of antenna-violating nets: 0
result of the run: finished with violations
ratio of final minimum period to clock period: 103.0%
cell type with the largest total area: sky130_fd_sc_hd__ha_1
antenna diode count: 0
IO Port Bufs: 99
CORE AREA: 7727 um^2
sequential-to-total area share from yosys stat: 0%
[layer usage]
layer  global-route usage (%)  wire (um)  up-vias
li1                         -          -     1303
met1                    14.00       2972     1081
met2                    16.97       3030       52
met3                    1.254        318        0
met4                        0          0        0
met5                        0          0        -
[report_power, final]
group          switching, mW  leakage [nW]  internal (mW)
clock                      0             0              0
combinational          0.331          2.24          0.528
sequential                 0             0              0
total                  0.331          2.24          0.528
[stage by stage]
stage,hold WS (ns),power [mW],area [um^2]
4_1_cts,1.419,0.8518,4392
3_3_place_gp,2.068,0.7711,3870
3_5_place_dp,2.075,0.7774,3870
2_1_floorplan,1.175,0.4309,2459
5_1_grt,1.431,0.9587,4494
6_report,1.405,0.8583,4494
[worst paths after layout]
check,cells after the start,slack (ns),end
min,5,1.40,s[5]
max,8,-0.07,s[6]
[cells in the mapped netlist (all sizes together)]
cell type and instances:
a21o 5, a311o 2, or4 3, inv 97
fa 8, nor2b 6, a211oi 5, nor4 1
xor2 3, or4b 4, a221oi 11, o21ai 3
xnor2 14, o311a 1, nor3 5, nor2 24
or3b 1, nor3b 6, buf 32, ha 64
mux2i 2, o2111ai 1, nor4b 3, a21oi 12
nand2b 9, o21bai 3, nand2 4
[timing repair]
| item | in CTS | in global routing |
|---|---|---|
| resized | 421 | 36 |
| setup endpoints to repair | 34 | 22 |
| endpoints found under the hold margin | 0 | 0 |
| buffers inserted | 10 | 1 |
| pin swaps | 75 | 38 |
[cell families after synthesis]
group,synth area share [%]
mux,0.8143
compound gates,14.00
fa+ha+maj,39.08
buf+inv,24.58
xor+xnor,6.056
simple gates,15.47
[cell type report]
type / instances / area, um^2
fill: 649 / 3233
inverter: 97 / 384.1
multi-input combinational: 200 / 2545
tap: 102 / 127.6
timing repair buffer: 178 / 1438
[worst min-delay path, stage by stage]
cell,delay (ns)
sky130_fd_sc_hd__buf_8,0.10
sky130_fd_sc_hd__inv_4,0.05
sky130_fd_sc_hd__ha_4,0.12
sky130_fd_sc_hd__xnor2_1,0.05
sky130_fd_sc_hd__clkbuf_2,0.09
[placed cells by master (no fill, tap or decap), types with 3 or more instances in the layout]
cell type	Yosys	routed
sky130_fd_sc_hd__a211oi_1	5	5
sky130_fd_sc_hd__a21o_1	5	5
sky130_fd_sc_hd__a21oi_1	12	10
sky130_fd_sc_hd__a221oi_2	4	4
sky130_fd_sc_hd__a221oi_4	0	6
sky130_fd_sc_hd__buf_2	0	38
sky130_fd_sc_hd__buf_4	32	75
sky130_fd_sc_hd__buf_6	0	14
sky130_fd_sc_hd__buf_8	0	7
sky130_fd_sc_hd__clkbuf_2	0	3
sky130_fd_sc_hd__clkdlybuf4s15_1	0	9
sky130_fd_sc_hd__clkdlybuf4s50_1	0	10
sky130_fd_sc_hd__dlygate4sd2_1	0	15
sky130_fd_sc_hd__dlymetal6s2s_1	0	5
sky130_fd_sc_hd__fa_2	0	8
sky130_fd_sc_hd__ha_1	64	19
sky130_fd_sc_hd__ha_2	0	12
sky130_fd_sc_hd__ha_4	0	33
sky130_fd_sc_hd__inv_1	94	61
sky130_fd_sc_hd__inv_2	3	28
sky130_fd_sc_hd__inv_4	0	8
sky130_fd_sc_hd__nand2_1	4	4
sky130_fd_sc_hd__nand2b_1	9	3
sky130_fd_sc_hd__nand2b_4	0	6
sky130_fd_sc_hd__nor2_1	24	13
sky130_fd_sc_hd__nor2_2	0	7
sky130_fd_sc_hd__nor2_4	0	4
sky130_fd_sc_hd__nor2b_1	5	5
sky130_fd_sc_hd__nor3_1	5	5
sky130_fd_sc_hd__nor3b_1	6	6
sky130_fd_sc_hd__nor4b_1	3	3
sky130_fd_sc_hd__o21bai_1	3	3
sky130_fd_sc_hd__xnor2_1	14	13
sky130_fd_sc_hd__xor2_1	3	3
Power figures rest on the tool's default switching activity, not on a simulated workload.
