==> flow/design.v <==
module _nand2 (a, b, y);
	input a, b;
	output y;
	assign y=~(a&b);
endmodule
module _inv(a,y);
	input a;
	output y;
	assign y=~a;
endmodule
module _and2(a, b, y);
	input a,b;
	output y;
	assign y=a&b;
endmodule
module _or2(a, b, y);
	input a, b;
	output y;
	assign y=a|b;
endmodule
module _xor2(a,b,y);
	input a, b;
	output y;
	wire inv_a, inv_b;
	wire w0, w1;
	_inv U0_inv(.a(a), .y(inv_a));
	_inv U1_inv(.a(b), .y(inv_b));
	_and2 U2_and2(.a(inv_a), .b(b), .y(w0));
	_and2 U3_and2(.a(a),.b(inv_b), .y(w1));
	_or2 U4_or2(.a(w0), .b(w1),.y(y));
endmodule
module _and3(a, b, c, y);
	input a, b, c;
	output y;
	assign y=a&b&c;
endmodule
module _and4(a, b, c, d, y);
	input a, b, c, d;
	output y;
	assign y=a&b&c&d;
endmodule
module _and5(a,b,c,d,e,y);
	input a,b,c,d,e;
	output y;
	assign y=a&b&c&d&e;
endmodule
module _or3(a,b,c,y);
input a,b,c;
output y;
assign y=a|b|c;
endmodule
module _or4(a,b,c,d,y);
input a,b,c,d;
output y;
assign y=a|b|c|d;
endmodule
module _or5(a,b,c,d,e,y);
input a,b,c,d,e;
output y;
assign y=a|b|c|d|e;
endmodule
module cla4(a, b, ci, s, co);
	input 	[3:0] a, b;
	input 	ci;
	output 	[3:0] s;
	output 	co;
	wire 		[3:0] c;
fa_v2 U0_fa (.a(a[0]), .b(b[0]), .s(s[0]), .ci(ci));
fa_v2 U1_fa (.a(a[1]), .b(b[1]), .s(s[1]), .ci(c[0]));
fa_v2 U2_fa (.a(a[2]), .b(b[2]), .s(s[2]), .ci(c[1]));
fa_v2 U3_fa (.a(a[3]), .b(b[3]), .s(s[3]), .ci(c[2]));
clb4 U4_clb4 (.a(a), .b(b), .ci(ci), .c1(c[0]), .c2(c[1]), .c3(c[2]), .co(co));
endmodule
module clb4(a,b,ci,c1,c2,c3,co);
	input [3:0]a,b;
	input ci;
	output c1,c2,c3,co;
	wire [3:0] g,p;
	wire w0_c1;
	wire w0_c2, w1_c2;
	wire w0_c3, w1_c3, w2_c3;
	wire w0_co, w1_co, w2_co, w3_co;
_and2 and0(.a(a[0]),.b(b[0]),.y(g[0]));
_and2 and1(.a(a[1]),.b(b[1]),.y(g[1]));
_and2 and2(.a(a[2]),.b(b[2]),.y(g[2]));
_and2 and3(.a(a[3]),.b(b[3]),.y(g[3]));
_or2 or0(.a(a[0]),.b(b[0]),.y(p[0]));
_or2 or1(.a(a[1]),.b(b[1]),.y(p[1]));
_or2 or2(.a(a[2]),.b(b[2]),.y(p[2]));
_or2 or3(.a(a[3]),.b(b[3]),.y(p[3])); 
_and2 and4(.a(p[0]),.b(ci),.y(w0_c1));  
_or2 or4(.a(g[0]),.b(w0_c1),.y(c1));  
_and2 and5(.a(p[1]),.b(g[0]),.y(w0_c2));	 
_and3 and6(.a(p[1]),.b(p[0]),.c(ci),.y(w1_c2));	 
_or3 or5(.a(g[1]),.b(w0_c2),.c(w1_c2),.y(c2));	
_and2 and7(.a(p[2]),.b(g[1]),.y(w0_c3));
_and3 and8(.a(p[2]),.b(p[1]),.c(g[0]),.y(w1_c3));
_and4 and9(.a(p[2]),.b(p[1]),.c(p[0]),.d(g[0]),.y(w2_c3));
_or4 or6(.a(g[2]),.b(w0_c3),.c(w1_c3),.d(w2_c3),.y(c3));
_and2 and10(.a(p[3]),.b(g[2]),.y(w0_co));	 
_and3 and11(.a(p[3]),.b(p[2]),.c(g[1]),.y(w1_co));	 
_and4 and12(.a(p[3]),.b(p[2]),.c(p[1]),.d(g[0]),.y(w2_co));	 
_and5 and13(.a(p[3]),.b(p[2]),.c(p[1]),.d(g[0]),.e(ci),.y(w3_co));	 
_or5 or7(.a(g[3]),.b(w0_co),.c(w1_co),.d(w2_co),.e(w3_co),.y(co));
endmodule 
module fa_v2 (a, b, ci, s);
input a, b, ci;
output s;
wire w0;
_xor2 xor1(.a(a), .b(b), .y(w0));
_xor2 xor2(.a(w0), .b(ci), .y(s));
endmodule
module cla8(a, b, ci, s, co);
	input [7:0] a,b; 
	input ci;
	output [7:0] s;
	output co; 
	wire c1;
	cla4 U0_cla4(.a(a[3:0]),.b(b[3:0]),.ci(ci),.s(s[3:0]),.co(c1));
	cla4 U1_cla4(.a(a[7:4]),.b(b[7:4]),.ci(c1),.s(s[7:4]),.co(co));
endmodule
module X_count(count, count1, multiplier, _xcount);
   input [6:0] count;
   input [7:0] count1;
   input [63:0] multiplier;
   output [1:0] _xcount;
   wire [128:0] multiplier_0;
   assign multiplier_0 = {multiplier, 1'b0};
   assign _xcount[0] = multiplier_0[count];
	assign _xcount[1] = multiplier_0[count1];
   endmodule 
module _2s_complement(a, y);
	input [63:0] a;
	output [63:0] y;
	wire x; 
	cla64 U0_cla64(.a(~a), .b(64'h0000_0000_0000_0001), .ci(1'b0), .co(x), .s(y));
endmodule 
module add(multiplicand, _xcount, add);
input [63:0] multiplicand;
input [1:0] _xcount;
output reg [127:0] add;
wire [63:0] multiplicand_bar;
	_2s_complement U0_2scomplement(.a(multiplicand), .y(multiplicand_bar));
always @(*) begin
case(_xcount)
 2'b00 : add=128'h0;
 2'b01 : add={multiplicand, {64{1'b0}}};
 2'b10 : add={multiplicand_bar, {64{1'b0}}};
 2'b11 : add=128'h0;
 default : add=128'h0;
 endcase
 end
 endmodule 
module cla128(a, b, ci, co, s);
	input [127:0] a, b;
	input ci;
	output [127:0] s;
	output co;
	wire c1, c2, c3;
   cla32 U0_cla32 (.a(a[31:0]), .b(b[31:0]), .ci(ci), .s(s[31:0]), .co(c1));
	cla32 U1_cla32 (.a(a[63:32]), .b(b[63:32]), .ci(c1), .s(s[63:32]), .co(c2));
	cla32 U2_cla32 (.a(a[95:64]), .b(b[95:64]), .ci(c2), .s(s[95:64]), .co(c3));
	cla32 U3_cla32 (.a(a[127:96]), .b(b[127:96]), .ci(c3), .co(co), .s(s[127:96]));
	endmodule 
module cla32(a, b, ci, s, co);
	input [31:0] a, b;
	input ci;
	output [31:0] s;
	output co;
	wire c1, c2, c3, c4, c5, c6, c7;
   cla4 U0_cla4 (.a(a[3:0]), .b(b[3:0]), .ci(ci), .s(s[3:0]), .co(c1));
	cla4 U1_cla4 (.a(a[7:4]), .b(b[7:4]), .ci(c1), .s(s[7:4]), .co(c2));
	cla4 U2_cla4 (.a(a[11:8]), .b(b[11:8]), .ci(c2), .s(s[11:8]), .co(c3));
	cla4 U3_cla4 (.a(a[15:12]), .b(b[15:12]), .ci(c3), .s(s[15:12]), .co(c4));
	cla4 U4_cla4 (.a(a[19:16]), .b(b[19:16]), .ci(c4), .s(s[19:16]), .co(c5));
	cla4 U5_cla4 (.a(a[23:20]), .b(b[23:20]), .ci(c5), .s(s[23:20]), .co(c6));
	cla4 U6_cla4 (.a(a[27:24]), .b(b[27:24]), .ci(c6), .s(s[27:24]), .co(c7));
	cla4 U7_cla4 (.a(a[31:28]), .b(b[31:28]), .ci(c7), .s(s[31:28]), .co(co));
	endmodule 
module cla64(a, b, ci, s, co);
	input [63:0] a, b;
	input ci;
	output [63:0] s;
	output co;
	wire c1;
   cla32 U4_cla32 (.a(a[31:0]), .b(b[31:0]), .ci(ci), .s(s[31:0]), .co(c1));
	cla32 U5_cla32 (.a(a[63:32]), .b(b[63:32]), .ci(c1), .s(s[63:32]), .co(co));
	endmodule 
module counter(clk, reset_n, op_clear, op_start, count, next_state, count1);
	input clk, reset_n;
	input op_clear, op_start;
	output reg [6:0] count;
	output reg [1:0] next_state;
	output [7:0] count1;
	wire [7:0] next_count;
	parameter IDLE = 2'b00;
	parameter BUSY = 2'b01;
	parameter END = 2'b10;	
	cla8 Uc0_cla8(.a(count), .b(8'b0000_0001), .ci(1'b0), .s(next_count), .co(x));
	always @(posedge clk or negedge reset_n) begin
	if(reset_n==0) begin
	count <= 7'b0000000;
	end
	else if(op_clear)  begin
	count <= 7'b0000000;
	end
	else if(op_start)  begin
	count <= next_count;
	end
	else if(count == 7'b1000000) begin
	count <= 7'b0000000;
	end
	end
	always @(count, next_state) begin
	case (count)
	7'b0000000 : next_state <= IDLE;
	7'b1000000 : next_state <= END;
	default : next_state <= BUSY;
	endcase
	end
	wire [7:0] count8bit;
	assign count8bit = {2'b00, count};
	cla8 Uc1_cla8(.a(count8bit), .b(8'b0000_0001), .ci(1'b0), .s(count1), .co(x5));  
	endmodule 
module mid_cal_ing(clk, reset_n, op_clear, _mid_add, _mid_cal_ing);
	input clk, reset_n, op_clear;
	input [127:0] _mid_add;
	output reg [127:0] _mid_cal_ing;
always @(posedge clk or negedge reset_n) begin
  if (reset_n == 0) 
    _mid_cal_ing = 128'h0;
  else if (op_clear== 0)
    _mid_cal_ing = _mid_add;
	else 
	 _mid_cal_ing =128'h0;
  end
endmodule 
module multiplier(clk, reset_n, multiplicand, multiplier, op_start, op_clear, op_done, result);
	input clk, reset_n;
	input [63:0] multiplicand, multiplier;
	input op_start, op_clear;
	output op_done;
	output [127:0] result;
	wire [6:0] count;
	wire [7:0] count1;
	wire [1:0] next_state;
	wire [1:0] _xcount;
	wire [127:0] _mid_add, add, _mid_cal_ing, shift_mid;
	counter U0_count(.clk(clk), .reset_n(reset_n), .op_clear(op_clear), .op_start(op_start), .count(count), .next_state(next_state), .count1(count1));
	X_count U0_xcount(.count(count), .count1(count1), .multiplier(multiplier), ._xcount(_xcount));
	add U_add(.multiplicand(multiplicand), ._xcount(_xcount), .add(add));
	cla128 U0_cla128(.a(add), .b(shift_mid), .ci(1'b0), .co(y), .s(_mid_add));
	mid_cal_ing U_midcal(.clk(clk), .reset_n(reset_n), .op_clear(op_clear), ._mid_add(_mid_add), ._mid_cal_ing(_mid_cal_ing));
	shifter U_shift(._mid_cal_ing(_mid_cal_ing), .shift_mid(shift_mid));
	o_logic U_ologic(.state(next_state), ._mid_cal_ing(shift_mid), .op_done(op_done), .result(result));
endmodule 
module o_logic(state, _mid_cal_ing, op_done, result);
	input [1:0] state;
	input [127:0] _mid_cal_ing;
	output reg op_done;
	output reg [127:0] result;
	parameter IDLE = 2'b00;
	parameter BUSY = 2'b01;
	parameter END = 2'b10;
	always @(state, result, _mid_cal_ing, op_done)
    begin
        case(state)
            IDLE: begin
					 result <= _mid_cal_ing;
					 op_done <= 1'b0;
            end
            BUSY: begin             
					 result <= _mid_cal_ing;					 
					 op_done <= 1'b0;
            end
            END: begin                
					 result <= _mid_cal_ing;
					 op_done <= 1'b1;
            end
            default: begin
					result <= 128'hxxxx_xxxx_xxxx_xxxx_xxxx_xxxx_xxxx_xxxx;
               op_done <= 1'bx;
            end
        endcase
		  end
	endmodule 
module shifter(_mid_cal_ing, shift_mid);
input [127:0] _mid_cal_ing;
output reg [127:0] shift_mid;
 always @(*) begin
 if (_mid_cal_ing[127]==1)
	shift_mid={1'b1,_mid_cal_ing[127:1]};
	else
	shift_mid={1'b0,_mid_cal_ing[127:1]};
	end
endmodule 
==> flow/run.sh <==
#!/bin/bash
# OpenROAD 26Q1-2900-gdf79404cd8, Yosys 0.63+post, stock flow scripts
make -C /OpenROAD-flow-scripts/flow DESIGN_CONFIG=/design/flow/config.mk WORK_HOME=/design/flow/orfs finish
==> flow/config.mk <==
export PLATFORM = sky130hd
export DESIGN_NAME = multiplier
export DESIGN_NICKNAME = multiplier
export VERILOG_FILES = /design/flow/design.v
export SDC_FILE = /design/flow/constraint.sdc
export NUM_CORES = 4
export LEC_CHECK = 1
export CORE_UTILIZATION = 40
==> flow/constraint.sdc <==
current_design multiplier

set clk_period 13.8
set clk_io_pct 0.2

create_clock -name clk0 -period $clk_period [get_ports {clk}]

set non_clock_inputs [all_inputs -no_clocks]
set_input_delay [expr $clk_period * $clk_io_pct] -clock clk0 $non_clock_inputs
set_output_delay [expr $clk_period * $clk_io_pct] -clock clk0 [all_outputs]
==> insert_results.sql <==
-- generated from flow reports
INSERT INTO impl_metrics (metric_group, metric, value, unit) VALUES
('status', 'outcome', 'finished, final reports clean', ''),
('pwr', 'ir_worst_vdd', '0.0754', 'mV'),
('sta', 'setup_total_negative_slack', '0', 'ns'),
('sta', 'timing.fmax', '141', 'MHz'),
('sta', 'timing.final.max_slew_violations', '0', ''),
('pwr', 'p_sw', '0.566', 'mW'),
('sta', 'maxSlewHeadroom', '51.8', '%'),
('final_layout', 'fraction_of_layout_cells_with_a_size_suffix_above_1', '7.62', '%'),
('detailed_routing', 'wirelength', '25700', 'um'),
('synth', 'synth_area_per_inst', '10.1', 'um2'),
('final_layout', 'logic_area', '6350', 'um2'),
('floorplan', 'fp.coreArea', '27800', 'um2'),
('sta', 'grt_setup_unrepaired', 'false', ''),
('clocking', 'clk_pin_slew', '0.07', 'ns'),
('global_route', 'vias_in_the_first_global_route', '7712', ''),
('synth', 'yosysCellCount', '1115', ''),
('detailed_routing', 'drt-wirelength-per-cell', '16.0', 'um'),
('setup_path', 'timing.critical_path.required', '14.07', 'ns'),
('pwr', 'clock_power_share', '29.0', '%'),
('clocking', 'tritoncts', 'done', ''),
('floorplan', 'die-width', '170', 'um'),
('setup_path', 'timing.critical_path.from_type', 'input port', ''),
('pwr', 'power.share.switching', '33.7', '%'),
('synth', 'postSynthSeqShare', '29.7', '%'),
('sta', 'finalSetupViolCount', '0', ''),
('clocking', 'clock_tree_root_driver_cell', 'clkbuf_16', ''),
('global_route', 'maximum_number_of_pins_on_one_net_before_global_route_repair', '63', ''),
('synth', 'ys_area', '11300', 'um2'),
('detailed_routing', 'first_iteration_detailed_routing_drc_count', '311', ''),
('floorplan', 'fp.dieH', '170', 'um'),
('global_route', 'gr_ovfl_total', '0', ''),
('synth', 'synth_cell_types', '51', ''),
('clocking', 'htree_levels', '4', ''),
('sta', 'final_hold_viol_count', '0', ''),
('pwr', 'power.share.sequential', '31.3', '%'),
('detailed_routing', 'antenna_cells', '0', ''),
('detailed_routing', 'antenna_left', '0', ''),
('pwr', 'reported_leakage_power', '6.36', 'nW'),
('floorplan', 'floorplan.die_area', '28900', 'um2'),
('global_route', 'gr-usage-all-layers', '18.7', '%'),
('pwr', 'combinational_power_share', '39.7', '%'),
('clocking', 'clockBufferDepth', '2', ''),
('sta', 'final_skew', '0.0105', 'ns'),
('global_route', 'grt_first_pass_wirelength', '41200', 'um'),
('detailed_routing', 'routed-via-count', '7687', ''),
('synth', 'synth_area', '11300', 'um2'),
('clocking', 'cts-buffers-inserted', '17', ''),
('floorplan', 'rows', '61', ''),
('clocking', 'post_cts.repair.setup_buffers', '0', ''),
('detailed_routing', 'route.detailed.drc', '0', ''),
('place', 'post-dp-hpwl', '18100', 'um'),
('setup_path', 'cp.arrival', '7.38', 'ns'),
('floorplan', 'boundaryPins', '261', ''),
('worst_hold_path', 'timing.hold.worst.class', 'reg2reg', ''),
('synth', 'syn_inst', '1115', ''),
('synth', 'enable_flop_cells', '0', ''),
('sta', 'tightestPinTransition', '0.723', 'ns'),
('flow_run', 'openroad.warnings', '106', ''),
('sta', 'post-route-period-util', '51.5', '%'),
('clocking', 'cts.sink_count', '134', ''),
('setup_path', 'critical_path.endpoint_type', 'register', ''),
('place', 'finalWeightedCongestion', '0.867', ''),
('global_route', 'grt_antenna_before_repair', '1', ''),
('final_layout', 'mostFrequentLayoutCells', '258 x clkdlybuf4s50_1, 134 x dfrtp_1, 131 x ha_1', ''),
('detailed_routing', 'vias_per_cell', '4.77', ''),
('setup_path', 'worstSetupPathType', 'in2reg', ''),
('flow_run', 'drv_cap', '0', ''),
('detailed_routing', 'number_of_iterations_in_the_first_detailed_routing_pass', '4', ''),
('final_layout', 'register_area', '3350', 'um2'),
('place', 'placement.io_buffers', '260', ''),
('synth', 'ys_ff', '134', ''),
('final_layout', 'fillerInstances', '2487', ''),
('final_layout', 'layout-area-overhead-vs-synth', '23.0', '%'),
('pwr', 'power.internal', '1.12', 'mW'),
('synth', 'yosysWarningCount', '9', ''),
('clocking', 'worst_skew_pair.late_latency', '0.42', 'ns'),
('synth', 'synth_top_flop_cell', 'dfrtp_1', ''),
('clocking', 'cts_hold_repair.buffers', '0', ''),
('setup_path', 'crit_fanout', '48', ''),
('pwr', 'p_per_area', '121', 'nW/um2'),
('floorplan', 'fp_util', '40.7', '%'),
('final_layout', 'most_instantiated_logic_cell_after_routing', 'clkdlybuf4s50_1', ''),
('clocking', 'cts_repair_resize_count', '0', ''),
('sta', 'layout_min_cycle_time', '7.11', 'ns'),
('sta', 'worst_hold_slack', '0.485', 'ns'),
('synth', 'async_flop_share', '100', '%');
==> critical path, cell delays in order <==
cell and delay, ns:
clkdlybuf4s50_1 0.41, mux4_2 0.47, mux4_2 0.46, and2_1 0.17, o21ai_1 0.11, nand3_1 0.36, a21oi_4 0.55, buf_4 0.57
mux2i_1 0.16, ha_1 0.21, inv_1 0.07, a21oi_1 0.06, o21bai_1 0.22, a21oi_1 0.16, fa_1 0.42, xor2_1 0.16
nor2_1 0.05
==> kinds of logic after synthesis <==
| logic type | Yosys count | synth area share, % |
|---|---|---|
| AOI/OAI and AO/OA | 119 | 7.13 |
| and+or+nand+nor | 202 | 9.02 |
| adders and majority gates | 147 | 17.3 |
| muxes | 167 | 18.3 |
| xor gates and xnor gates | 53 | 4.11 |
| DFF | 134 | 29.7 |
| buffers and inverters | 293 | 14.4 |
==> metal layers <==
metal	track usage [%]	up-vias	share of wire [%]
met5	0	-	0.050
met4	1.96	2	1.1
met3	3.67	21	5.3
met2	30.1	195	47
met1	27.7	3677	46
li1	-	3792	-
==> power groups by stage <==
stage	registers [mW]	logic (mW)	clock network, mW
CTS	0.529	0.681	0.505
global route	0.539	0.764	0.518
finish	0.527	0.667	0.487
==> final timing paths <==
| check | from | to | slack, ns | cells after the start |
|---|---|---|---|---|
| worst max-delay path | multiplier[30] | U_midcal._mid_cal_ing[97] | 6.69 | 17 |
| worst min-delay path | U_midcal._mid_cal_ing[43] | U_midcal._mid_cal_ing[42] | 0.49 | 1 |
| worst max register to register | U0_count.count[0] | U_midcal._mid_cal_ing[121] | 7.88 | 18 |
| worst min register to register | U_midcal._mid_cal_ing[43] | U_midcal._mid_cal_ing[42] | 0.49 | 1 |
| max in group asynchronous | reset_n | U0_count.count[3] | 10.51 | 2 |
| min in group asynchronous | reset_n | U_midcal._mid_cal_ing[21] | 2.22 | 1 |
==> area by class of cell <==
cell class,count,area share (%)
multi-input combinational,688,45.7
sequential,134,24.1
timing repair buffer,274,19.5
tap,378,3.40
clock buffer,17,3.06
inverter,107,2.89
clock inverter,14,1.36
==> metrics by stage <==
step	utilization, %	instances	setup slack (ns)	total power [mW]	area, um2
5_1_grt	50.0	1612	6.29	1.82	13900
4_1_cts	50.0	1612	6.68	1.71	13900
3_3_place_gp	47.8	1581	6.30	1.21	13300
2_1_floorplan	-	1115	7.61	0.999	11300
3_5_place_dp	47.8	1581	6.26	1.21	13300
6_report	50.0	1612	6.69	1.68	13900
==> Yosys cell counts (all sizes together), types with 4 or more instances <==
cell,count,area [um2]
nand4,4,25.0
xnor2,19,166
nand3,9,45.0
mux2i,130,1300
and2,7,43.8
o21ai,4,20.0
nor2b,68,425
xor2,34,298
a21oi,54,270
dfrtp,134,3350
fa,16,320
o21bai,30,225
nor2,79,297
nor3,4,20.0
clkbuf,23,86.3
a2111oi,4,41.3
inv,107,402
ha,131,1640
a22oi,5,37.5
a22o,4,35.0
nand2,17,63.8
mux4,31,698
mux2,6,67.6
buf,163,1140
==> registers in the layout, indices dropped and copies added, names as in the netlist <==
register,count
U_midcal._mid_cal_ing,127
U0_count.count,7
No activity file was given, so power comes from the tool's default toggle rates.
